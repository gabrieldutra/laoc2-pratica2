$ cat design/flow/run.sh
#!/bin/bash
# OpenROAD 26Q1-2900-gdf79404cd8, Yosys 0.63+post, stock flow scripts
make -C /OpenROAD-flow-scripts/flow DESIGN_CONFIG=/design/flow/config.mk WORK_HOME=/design/flow/orfs finish
$ cat design/flow/config.mk
export PLATFORM = sky130hd
export DESIGN_NAME = pratica2
export DESIGN_NICKNAME = pratica2
export VERILOG_FILES = /design/flow/design.v
export SDC_FILE = /design/flow/constraint.sdc
export NUM_CORES = 4
export LEC_CHECK = 1
export CORE_UTILIZATION = 50
$ cat design/flow/constraint.sdc
current_design pratica2

set clk_period 7.4
set clk_io_pct 0.2

create_clock -name clk0 -period $clk_period [get_ports {SW}]

set non_clock_inputs [all_inputs -no_clocks]
set_input_delay [expr $clk_period * $clk_io_pct] -clock clk0 $non_clock_inputs
set_output_delay [expr $clk_period * $clk_io_pct] -clock clk0 [all_outputs]
$ cat design/flow/design.v
`timescale 1ns / 1ps
module bcd_7seg(			input				[3:0]		BCD,
								output	reg	[6:0]		SSEG_CA		);
always
case(BCD) 
      4'd0 : SSEG_CA = 7'b0000001;
      4'd1 : SSEG_CA = 7'b1001111;
      4'd2 : SSEG_CA = 7'b0010010;
      4'd3 : SSEG_CA = 7'b0000110;
      4'd4 : SSEG_CA = 7'b1001100;
      4'd5 : SSEG_CA = 7'b0100100;
      4'd6 : SSEG_CA = 7'b0100000;
      4'd7 : SSEG_CA = 7'b0001111;		
		4'd8 : SSEG_CA = 7'b0000000;
		4'd9 : SSEG_CA = 7'b0000100;
		4'd10: SSEG_CA = 7'b0001000;
		4'd11: SSEG_CA = 7'b1100000;
		4'd12: SSEG_CA = 7'b0110001;
		4'd13: SSEG_CA = 7'b1000010;
		4'd14: SSEG_CA = 7'b0110000;
		4'd15: SSEG_CA = 7'b0111000;
endcase 
endmodule
module dec3to8(W, En, Y);
	input [2:0] W;
	input En;
	output [0:7] Y;
	reg [0:7] Y;
	always @(W or En)
	begin
	if (En == 1)
		case (W)
			3'b000: Y = 8'b10000000;
			3'b001: Y = 8'b01000000;
			3'b010: Y = 8'b00100000;
			3'b011: Y = 8'b00010000;
			3'b100: Y = 8'b00001000;
			3'b101: Y = 8'b00000100;
			3'b110: Y = 8'b00000010;
			3'b111: Y = 8'b00000001;
		endcase
	else
		Y = 8'b00000000;
	end
endmodule
module pratica2 (SW, HEX0, HEX1, HEX2, HEX3, HEX4, HEX5, HEX6, HEX7, LEDR);
	input [17:0] SW;
	output [0:6] HEX0;
	output [0:6] HEX1;
	output [0:6] HEX2;
	output [0:6] HEX3;
	output [0:6] HEX4;
	output [0:6] HEX5;
	output [0:6] HEX6;
	output [0:6] HEX7;
	output [2:0] LEDR;
	wire [0:6] display1;
	wire [0:6] display2;
	wire [0:6] display3;
	wire [0:6] display4;
	wire [0:6] display5;
	wire [0:6] display6;
	wire [0:6] display7;
	wire [0:6] display8;
	wire Done;
	wire Clock;
	wire [15:0] BusWires;
	wire [15:0] DIN;
	wire [1:0] State;
	assign HEX0 = display1;
	assign HEX1 = display2;
	assign HEX2 = display3;
	assign HEX3 = display4;
	assign HEX4 = display5;
	assign HEX5 = display6;
	assign HEX6 = display7;
	assign HEX7 = display8;
	assign LEDR[0:0] = Done;	
	assign Clock = SW[17];
	assign DIN = SW[15:0];
	assign LEDR[2:1] = State[1:0];
	proc process (DIN, 1'b0, Clock, 1'b1, Done, BusWires, State);
	bcd_7seg bcd1 (BusWires[3:0], display1[0:6]);
	bcd_7seg bcd2 (BusWires[7:4], display2[0:6]);
	bcd_7seg bcd3 (BusWires[11:8], display3[0:6]);
	bcd_7seg bcd4 (BusWires[15:12], display4[0:6]);
	bcd_7seg bcd5 (DIN[3:0], display5[0:6]);
	bcd_7seg bcd6 (DIN[7:4], display6[0:6]);
	bcd_7seg bcd7 (DIN[11:8], display7[0:6]);
	bcd_7seg bcd8 (DIN[15:12], display8[0:6]);
endmodule
module proc (DIN, Resetn, Clock, Run, Done, BusWires, State);
	input [15:0] DIN;
	input Resetn, Clock, Run;
	output reg Done = 0;
	output [15:0] BusWires;
	output [1:0] State;
	wire [15:0] IR;
	wire [15:0] R [0:7];
	wire RX, RY;
	wire Xreg, Yreg;
	wire [1:0] Tstep_Q;
	wire [15:0] G;
	wire [15:0] A;
	wire [15:0] GinData;
	regn regI (DIN, IRin, Clock, IR);
	assign I = IR[8:6];
	assign RX = IR[5:3];
	assign RY = IR[2:0];
	reg IRin = 0;	
	reg Rin[0:7];
	reg Rout[0:7];
	reg Ain;
	reg Gin;
	reg Aout;
	reg Gout;
	reg DINout;
	reg sub = 0;
	wire Clear = Resetn;
	upcount Tstep (1'b0, Clock, Tstep_Q);
	dec3to8 decX (RX, 1'b1, Xreg);
	dec3to8 decY (RY, 1'b1, Yreg);
	always @(Tstep_Q or I or Xreg or Yreg)
	begin
		case(Tstep_Q)
			2'b00:  
			begin
				IRin = 1'b1;  
				Done = 0;
				Rin[0] = 0;
				Rin[1] = 0;
				Rin[2] = 0;
				Rin[3] = 0;
				Rin[4] = 0;
				Rin[5] = 0;
				Rin[6] = 0;
				Rin[7] = 0;
				Ain = 0;
				Gin = 0;
				Rout[0] = 0;
				Rout[1] = 0;
				Rout[2] = 0;
				Rout[3] = 0;
				Rout[4] = 0;
				Rout[5] = 0;
				Rout[6] = 0;
				Rout[7] = 0;
				DINout = 0;
			end		
			2'b01:  
			begin
				IRin = 0;
				Done = 0;
				Rin[0] = 0;
				Rin[1] = 0;
				Rin[2] = 0;
				Rin[3] = 0;
				Rin[4] = 0;
				Rin[5] = 0;
				Rin[6] = 0;
				Rin[7] = 0;
				Ain = 0;
				Gin = 0;
				Rout[0] = 0;
				Rout[1] = 0;
				Rout[2] = 0;
				Rout[3] = 0;
				Rout[4] = 0;
				Rout[5] = 0;
				Rout[6] = 0;
				Rout[7] = 0;
				DINout = 0;
				case(I)
					3'b000:  
					begin
						Rout[RY] = 1;
						Rin[RX] = 1;
						Done = 1;
					end
					3'b001:  
					begin
						DINout = 1;
						Rin[RX] = 1;
						Done = 1;
					end
					3'b010:  
					begin
						Rout[RX] = 1;
						Ain = 1;
						Done = 0;
						sub = 0;
					end
					3'b011:  
					begin
						Rout[RX] = 1;
						Ain = 1;
						Done = 0;
						sub = 1;
					end
				endcase
			end		
			2'b10:  
			begin				
				Done = 0;
				Rin[0] = 0;
				Rin[1] = 0;
				Rin[2] = 0;
				Rin[3] = 0;
				Rin[4] = 0;
				Rin[5] = 0;
				Rin[6] = 0;
				Rin[7] = 0;
				Ain = 0;
				Gin = 0;
				Rout[0] = 0;
				Rout[1] = 0;
				Rout[2] = 0;
				Rout[3] = 0;
				Rout[4] = 0;
				Rout[5] = 0;
				Rout[6] = 0;
				Rout[7] = 0;
				DINout = 0;
			end		
			2'b11:  
			begin				
				Done = 0;
				Rin[0] = 0;
				Rin[1] = 0;
				Rin[2] = 0;
				Rin[3] = 0;
				Rin[4] = 0;
				Rin[5] = 0;
				Rin[6] = 0;
				Rin[7] = 0;
				Ain = 0;
				Gin = 0;
				Rout[0] = 0;
				Rout[1] = 0;
				Rout[2] = 0;
				Rout[3] = 0;
				Rout[4] = 0;
				Rout[5] = 0;
				Rout[6] = 0;
				Rout[7] = 0;
				DINout = 0;
			end
		endcase
	end
	regn reg0 (BusWires, Rin[0], Clock, R[0]);
	regn reg1 (BusWires, Rin[1], Clock, R[1]);
	regn reg2 (BusWires, Rin[2], Clock, R[2]);
	regn reg3 (BusWires, Rin[3], Clock, R[3]);
	regn reg4 (BusWires, Rin[4], Clock, R[4]);
	regn reg5 (BusWires, Rin[5], Clock, R[5]);
	regn reg6 (BusWires, Rin[6], Clock, R[6]);
	regn reg7 (BusWires, Rin[7], Clock, R[7]);	
	regn regA (BusWires, Ain, Clock, A);
	regn regG (GinData, Gin, Clock, G);
	assign GinData = ({16{~sub}} & (A[15:0] + BusWires));
	assign BusWires = ({16{Rout[0]}} & R[0]) | ({16{Rout[1]}} & R[1]) | ({16{Rout[2]}} & R[2]) | ({16{Rout[3]}} & R[3])
	 | ({16{Rout[4]}} & R[4]) | ({16{Rout[5]}} & R[5]) | ({16{Rout[6]}} & R[6]) | ({16{Rout[7]}} & R[7]) | ({16{DINout}} & DIN) 
	 | ({16{Gout}} & G) | ({16{Aout}} & A);
	assign State = Tstep_Q;
endmodule
module regn(
	R, 
	Rin, 
	Clock, 
	Q
	);
	parameter n = 16;
	input [n-1:0] R;
	input Rin, Clock;
	output [n-1:0] Q;
	reg [n-1:0] Q;
	always @(posedge Clock)
		if (Rin)
			Q <= R;
endmodule
module upcount(
	Clear,
	Clock, 
	Q
	);
	input Clear, Clock;
	output reg [1:0] Q = 2'b00;
	always @(posedge Clock)
	if (Clear)
	Q <= 2'b0;
	else
	Q <= Q + 1'b1;
endmodule
==> results.sh <==
# yosys + openroad results
export IMPL_synth_edff_count=35
export IMPL_ys_flops=38
export IMPL_netlist_cell_type_count=46
export IMPL_row_count=31
export IMPL_top_cell="ha_1"
export IMPL_top_cells_by_count="ha_1 (51), edfxtp_1 (35), inv_1 (33), mux2i_1 (30), o21ai_0 (29)"
export IMPL_io_buffer_count=59
export IMPL_ys_cells=375
export IMPL_gp_congestion=0.787
export IMPL_fp_dieH_um=88.9
export IMPL_dp_hpwl_um=4840
export IMPL_untimed_endpoints=4
export IMPL_synth_avg_cell_area_um2=10.1
export IMPL_io_pin_count=77
export IMPL_top_cell_area_share_pct=27.8
export IMPL_pre_cts_slack_ns=0.698
export IMPL_largest_area_cell="edfxtp_1"
export IMPL_unclocked_pins=1
export IMPL_flop_cell="edfxtp_1"
export IMPL_outcome="stopped before the end"
export IMPL_lastStage="clock tree synthesis (4_1_cts)"
export IMPL_yosysWarnings=17
export IMPL_fp_util_pct=51.8
export IMPL_topCellsByArea="edfxtp_1 (28%), ha_1 (17%), mux2i_1 (7.9%)"
export IMPL_ys_area_um2=3780
export IMPL_stop_error="[ERROR DPL-0036] Detailed placement failed."
export IMPL_synthesis_area_um2=3780
export IMPL_async_reset_ff_share_pct=0
export IMPL_netlist_instances=375
export IMPL_die_w_um=88.9
## stage by stage
stage | total power, mW | cells | cell area, µm²
after global placement | 2.13 | 518 | 4400
after detailed placement | 2.13 | 518 | 4400
after floorplan | 1.71 | 375 | 3780
## logic make-up after synthesis
group,share of synthesized area [%]
xor+xnor,0.927
mux,16.1
buf+inv,6.89
fa+ha+maj,16.9
compound gates,18.3
latches,0.397
flops,28.9
simple gates,11.7
No activity file was given, so power comes from the tool's default toggle rates.
